$ cat flow/run.sh
#!/bin/bash
# OpenROAD 26Q1-2900-gdf79404cd8, Yosys 0.63+post, stock flow scripts
make -C /OpenROAD-flow-scripts/flow DESIGN_CONFIG=/design/flow/config.mk WORK_HOME=/design/flow/orfs finish
$ cat flow/config.mk
export PLATFORM = sky130hd
export DESIGN_NAME = mod_add
export DESIGN_NICKNAME = mod_add
export VERILOG_FILES = /design/flow/design.v
export SDC_FILE = /design/flow/constraint.sdc
export NUM_CORES = 4
export LEC_CHECK = 1
export CORE_UTILIZATION = 40
$ cat flow/constraint.sdc
current_design mod_add

set clk_period 17.6
set clk_io_pct 0.2

create_clock -name clk0 -period $clk_period

set non_clock_inputs [all_inputs -no_clocks]
set_input_delay [expr $clk_period * $clk_io_pct] -clock clk0 $non_clock_inputs
set_output_delay [expr $clk_period * $clk_io_pct] -clock clk0 [all_outputs]
$ cat flow/design.v
module mod_add #(parameter WIDTH = 32, MOD = 998244353) (
    input [WIDTH-1:0] a, b, 
    output [WIDTH-1:0] result
);
    wire [WIDTH:0] sum = a + b;
    assign result = (sum >= MOD) ? (sum - MOD) : sum;
endmodule
==> PnR_summary.wiki <==
=== Physical design figures ===
{| class="wikitable"
! Metric !! Value
|-
| Outcome || finished clean
|-
| Yosys Warn Count || 0
|-
| Mux share of post-synthesis cell area || 0.0363
|-
| Cycle use final || 0.678
|-
| Layout Utilization || 0.546
|-
| Mapped cell area || 3280 µm²
|-
| Hold_ws || around 8.3 ns
|-
| Crit path DAT || 8.41 ns
|-
| First-pass GRT wire length || ~17,000 µm
|-
| CTS Hold Bufs || 0
|-
| Power per standard cell area || around 48 nW/µm²
|-
| Capturing instance or port of the critical path || result[1]
|-
| Total track usage || 0.239
|-
| Worst slew slack as a fraction of its limit || 0.373
|-
| Aggregate routed wire length || 10,100 µm
|-
| Synthesized chip area reported by yosys || 3280 µm²
|-
| Setup violation total in the final timing report || 0
|-
| Fraction of final layout cells sized beyond drive strength 1 || 0.0588
|-
| Antenna fix cells || 0
|-
| Antenna Nets Post-Route || 0
|-
| Synth Area per Inst || 6.95 µm²
|-
| Global placer's final weighted congestion || 0.894
|-
| Placed cell area || 4260 µm²
|-
| Aggregate global routing overflow || 0
|-
| Max-cap viol count || 0
|-
| OpenROAD warning count || 34
|-
| WL per Instance || 15.6 µm
|-
| Die Outline Area || 8560 µm²
|-
| Sequential area share after synthesis || 0
|-
| Top-area cell type share of the netlist area || 0.130
|-
| Maximum clock frequency || 83.8 MHz
|-
| Clk_buf instances || 0
|-
| Largest family of logic cells by area || AND-OR/OR-AND gates
|-
| Final hold vios || 0
|-
| Number of cells produced by synthesis || 472
|-
| Yosys cell count || 472
|-
| Number of rows created at floorplan || 32
|-
| Die boundary width || 92.5 µm
|-
| Final routed DRC violation total || 0
|-
| Critical path launch point || a[0]
|-
| Delay of the slowest cell on the worst path || approximately 0.62 ns
|-
| Combined flip-flop and latch cell area || 0 µm²
|-
| Type of the most critical hold path || in -> out
|-
| Number of placed instances with taps included || roughly 650
|-
| Library cells used by synthesis || 70
|-
| First-iteration detailed-routing DRC count || 145
|-
| Leakage power || around 1.6 nW
|-
| Post-cts sizing count || 0
|-
| Total number of vias || 3,836
|-
| Setup repair after global routing missed its margin || false
|-
| # Post-CTS Setup Buffers || 0
|-
| Cells along the critical path || clkdlybuf4s50_1, ha_1, fa_1, a211oi_2, o21ai_1, o21ai_2, a21oi_1, xnor2_1, nand4_2, or4b_1, o211ai_2, buf_4, nand2_1, mux2_1, clkdlybuf4s50_1
|-
| Post-route standard cell area excluding fillers || 4260 µm²
|-
| Required time at the worst-slack endpoint || 14.08 ns
|-
| Critical path start-end classification || in -> out
|-
| Final period demand of the worst path || 11.93 ns
|-
| Post-synthesis cell type with the largest combined area || sky130_fd_sc_hd__ha_1
|-
| Crit start category || input port
|-
| Endpoint kind of the worst setup timing path || primary output
|-
| Detailed-route vias per instance || 5.94
|-
| Cell area leaders || sky130_fd_sc_hd__ha_1, sky130_fd_sc_hd__xnor2_1, sky130_fd_sc_hd__a21oi_1
|-
| Min-Delay Path Depth || 5
|-
| Maximum number of pins on one net before global-route repair || 31
|-
| Effective utilization at floorplan || 0.420
|-
| Number of iterations in the first detailed-routing pass || 5
|-
| Top-Level Pins || 96
|-
| Basic-gate share of the synthesized area counting and, or, nand and nor cells || 0.279
|-
| Final Non-Filler Cells || 646
|-
| Post-synthesis share of cell area spent on full adders, half adders and majority gates || 0.136
|-
| Layout-stage area growth over the synthesis result || 29.9%
|-
| Transition time at the pin with the least slew margin || 0.935 ns
|-
| Critical Path Fanout Max || 22
|-
| Worst IR drop on VDD || 0.0277 mV
|-
| HPWL after DPL || 8460 µm
|-
| Number of global-route vias before repair || ~3,400
|-
| Die boundary height || 92.5 µm
|-
| Seq Cell Count || 0
|-
| Fillers || 783
|-
| Area share of xor/xnor cells in the synthesized design || 0.107
|-
| Number of antenna violations at the first check in global routing || 0
|-
| Core outline area || 7810 µm²
|-
| Cell with the largest stage delay on the worst path || sky130_fd_sc_hd__or4b_1
|-
| Synthesized-area fraction occupied by ao, oa, aoi and oai cells || 0.385
|-
| Setup TNS Final || 0 ns
|-
| Total of buffers placed on input and output ports || 96
|-
| Slew Viols, Final || 0
|-
| Most common cell on crit path || sky130_fd_sc_hd__clkdlybuf4s50_1
|}
placed cells by master, fill, tap and decap left out, types with 7 or more instances in the layout:
master and count:
sky130_fd_sc_hd__clkdlybuf4s50_1 96, sky130_fd_sc_hd__a21oi_1 50, sky130_fd_sc_hd__nand2_1 39, sky130_fd_sc_hd__ha_1 34, sky130_fd_sc_hd__xnor2_1 31, sky130_fd_sc_hd__nor2_1 25
sky130_fd_sc_hd__nand3_1 20, sky130_fd_sc_hd__nor3_1 20, sky130_fd_sc_hd__inv_1 16, sky130_fd_sc_hd__o211ai_1 14, sky130_fd_sc_hd__o21ai_0 14, sky130_fd_sc_hd__a211oi_1 12
sky130_fd_sc_hd__and2_1 10, sky130_fd_sc_hd__a21o_1 9, sky130_fd_sc_hd__xor2_1 9, sky130_fd_sc_hd__nand4_1 7
critical path: cells and delay by family:
kind / cells / cell delay, ns
compound gates: 5 / 1.27
xor+xnor: 1 / 0.43
fa+ha+maj: 2 / 0.69
buf+inv: 3 / 1.12
mux: 1 / 0.34
simple gates: 3 / 1.02
where the power goes:
group	switching [W]	internal [W]	leakage (nW)	total, W
clock network	0	0	0	0
registers	0	0	0	0
logic	0.000100	0.000103	1.58	0.000203
worst min-delay path by stage:
| stage | slack, ns | start | endpoint |
|---|---|---|---|
| final | 8.26 | b[0] | result[0] |
| after CTS | 8.27 | b[0] | result[0] |
| after global routing | 8.34 | b[0] | result[0] |
routing by layer:
layer / wire (µm) / GRT usage
met4: 70 / 0.0143
met2: 4280 / 0.370
met3: 594 / 0.0209
met5: 0 / 0
met1: 5150 / 0.373
kinds of logic (layout without fill, tap and decap cells):
family / Yosys count / after routing
buffers and inverters: 42 / 114
muxes: 11 / 11
adders and majority gates: 35 / 35
AOI/OAI and AO/OA: 176 / 176
and+or+nand+nor: 168 / 168
xor gates and xnor gates: 40 / 40
cell usage after synthesis, types with 6 or more instances:
library cell / count
sky130_fd_sc_hd__a211o_1: 6
sky130_fd_sc_hd__a211oi_1: 12
sky130_fd_sc_hd__a21o_1: 9
sky130_fd_sc_hd__a21oi_1: 50
sky130_fd_sc_hd__and2_1: 10
sky130_fd_sc_hd__and3_1: 6
sky130_fd_sc_hd__buf_2: 10
sky130_fd_sc_hd__clkbuf_1: 12
sky130_fd_sc_hd__ha_1: 34
sky130_fd_sc_hd__inv_1: 16
sky130_fd_sc_hd__nand2_1: 39
sky130_fd_sc_hd__nand3_1: 20
sky130_fd_sc_hd__nand4_1: 7
sky130_fd_sc_hd__nor2_1: 25
sky130_fd_sc_hd__nor3_1: 20
sky130_fd_sc_hd__o211ai_1: 14
sky130_fd_sc_hd__o21a_1: 6
sky130_fd_sc_hd__o21ai_0: 14
sky130_fd_sc_hd__o21ai_1: 6
sky130_fd_sc_hd__or3_1: 6
sky130_fd_sc_hd__xnor2_1: 31
sky130_fd_sc_hd__xor2_1: 9
per-stage QoR:
| step | setup WS [ns] | total power [W] |
|---|---|---|
| 6_report | 5.67 | 0.000203 |
| 5_1_grt | 5.28 | 0.000224 |
| 4_1_cts | 5.69 | 0.000203 |
| 3_5_place_dp | 5.72 | 0.000201 |
| 3_3_place_gp | 5.76 | 0.000203 |
| 2_1_floorplan | 7.28 | 0.000119 |
cell type report:
type                            instances  area, µm²  area share
Inverter                               16       60.1      0.0141
Multi-Input combinational cell        430       3100       0.727
Tap cell                              102        128      0.0300
Timing Repair Buffer                   98        976       0.229
Power is estimated from default activity; no workload was simulated.
