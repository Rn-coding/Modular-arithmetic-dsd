[./run.sh]
#!/bin/bash
# OpenROAD 26Q1-2900-gdf79404cd8, Yosys 0.63+post, stock flow scripts
make -C /OpenROAD-flow-scripts/flow DESIGN_CONFIG=/design/flow/config.mk WORK_HOME=/design/flow/orfs finish
[./config.mk]
export PLATFORM = sky130hd
export DESIGN_NAME = mod_sub
export DESIGN_NICKNAME = mod_sub
export VERILOG_FILES = /design/flow/design.v
export SDC_FILE = /design/flow/constraint.sdc
export NUM_CORES = 4
export LEC_CHECK = 1
export CORE_UTILIZATION = 30
[./constraint.sdc]
current_design mod_sub

set clk_period 30.1
set clk_io_pct 0.2

create_clock -name clk0 -period $clk_period

set non_clock_inputs [all_inputs -no_clocks]
set_input_delay [expr $clk_period * $clk_io_pct] -clock clk0 $non_clock_inputs
set_output_delay [expr $clk_period * $clk_io_pct] -clock clk0 [all_outputs]
[./design.v]
module mod_sub #(parameter WIDTH = 32, MOD = 998244353) (
    input [WIDTH-1:0] a, b, 
    output [WIDTH-1:0] result
);
    assign result = (a >= b) ?
                    a - b :
                    a - b + MOD;
endmodule
==> CHANGELOG.md <==
## Flow update

* RSZ-0062 raised after global routing: false
* Min cycle time layout at 16630 ps
* Post-cts sizing count at 0
* CP delay by family, top: AND-OR/OR-AND gates
* Vias per cell at 5.22
* Yosys warns at 0
* Slew Limit Fails at 0
* Most numerous logic cells after layout: 96 x clkdlybuf4s50_1, 44 x nand2_1, 39 x nor2_1
* Worst-path fanout max at 5
* Clk_buf instances at 0
* Die area at 9660 µm²
* Commonest Layout Cell: clkdlybuf4s50_1
* WS Path Type: input pin to output pin
* # Post-CTS Setup Buffers at 0
* Hold Crit Class: input pin to output pin
* GP Congestion at 0.926
* FP Core Util at 31.4%
* Number of I/O port buffers at 96
* Yosys cell count at about 430
* Ranking of synthesized cells by area: ha_1 15%, xnor2_1 11%, a21oi_1 6.8%
* Post-Syn Area at 2780 µm²
* Tool warnings at 32
* CP endpoint: result[30]
* Max Cap Viol at 0
* Die X at between 90 and 100 µm
* Fill cells at 919
* GR Util All Layers at approximately 17%
* Worst setup path startpoint: b[0]
* Pwr dens at 27.5 nW/µm²
* CP Launch Type: input pin
* Flip-flops at 0
* Register share after synthesis at 0%
* Max_slew headroom at 40.4%
* Distinct lib cells at between 60 and 70
* Post-DP HPWL at 7210 µm
* N_diodes at 0
* # IOs at 96
* Vias in the first global route at 2829
* CP Buf/Inv Count at 3
* Leakage power at 1.57 nW
* Post-Syn Instances at 427
* Routed WL at 8130 µm
* Core Rows at 34
* Antenna-violating nets left at 0
* Worst-margin pin slew at 882 ps
* Critical Path RT at between 20000 and 25000 ps
* CORE AREA at 8850 µm²
* Chip height at 98.3 µm
* Run status: finished clean
* DR WL/cell at 13.2 µm
* Largest net degree at the start of global routing at 16
* Vias post-DR at 3220
* Logic cell area at 2570 µm²
* Yosys Chip Area at 2780 µm²
* DRC Markers at 0
* Final period util at 55.3%
* # setup viols final at 0
* Layout area overhead at 37.3%
* Top area contributor share at 14.9%
* Fmax at 0.0601 GHz
* Grt ovf at 0
* First-pass GRT wire length at 13500 µm
* Initial antenna violation count at 0
* CP Cell Sequence: clkdlybuf4s50_1, ha_1, inv_1, fa_1, a211oi_1, o21ai_1, a221oi_1, xor2_1, or3_1, or4_4, nor4_2, o21ai_1, a21oi_1, xnor2_1, clkdlybuf4s50_1
* Hold buffer count at CTS at 0
* Drt first pass iters at 17
* WP data arrival at 10610 ps
* Iter 0 DRT Violations at 185
* Critical path's slowest cell: or4_4
* Reg area at 0 µm²
* Share of cells above drive strength 1 at ~3.5%
* Mean Syn Cell Area at about 6.5 µm²
* Post-route setup slack at 13470 ps
* Crit path depth at 15
* Crit-path max cell delay at 560 ps
* Largest area contributor in the netlist: ha_1
* Pre-CTS setup slack at 13520 ps
* Setup_tns at 0 ps
* Final hold vios at 0
* Peak VDD IR at 0.00792 mV
* Crit. End Element: output pin
-- kinds of logic (layout without fill, tap and decap cells) --
kind of cell	Yosys count	count (layout)	share of synthesized area (%)
AND-OR/OR-AND	110	110	26.9
XOR/XNOR	52	52	16.4
adder cells (fa/ha/maj)	34	34	15.6
buffers and inverters	54	136	7.70
multiplexers	1	1	0.405
AND/OR/NAND/NOR	176	176	33.1
-- report_power, final --
| part | total, mW | switching [mW] | leakage, nW | internal [mW] |
|---|---|---|---|---|
| Combinational | 0.105 | 0.0482 | 1.57 | 0.0566 |
| Clock | 0 | 0 | 0 | 0 |
| Sequential | 0 | 0 | 0 | 0 |
-- per-layer routing --
metal | vias to the layer above | part of all wire, % | GRT usage [%]
met5 | - | 0 | 0
met4 | 0 | 0 | 0.115
met3 | 0 | 5.6 | 0.945
met2 | 81 | 44 | 27.7
met1 | 1430 | 50 | 25.7
li1 | 1709 | - | -
-- Yosys cell counts, types with 6 or more instances --
| cell | count |
|---|---|
| nor2b_1 | 11 |
| clkbuf_1 | 10 |
| nor3_1 | 12 |
| nor2_1 | 39 |
| nand3_1 | 12 |
| ha_1 | 33 |
| nand2_1 | 44 |
| xnor2_1 | 34 |
| inv_1 | 38 |
| xor2_1 | 18 |
| nand4_1 | 12 |
| a21oi_1 | 38 |
| or3_1 | 9 |
| o21ai_0 | 15 |
| and3_1 | 6 |
-- per-stage QoR --
| stage | std cells | total power [mW] | area [µm²] | hold slack, ps | util [%] |
|---|---|---|---|---|---|
| after CTS | 617 | 0.105 | 3820 | 13240 | 43.1 |
| final | 617 | 0.105 | 3820 | 13240 | 43.1 |
| after detailed placement | 617 | 0.105 | 3820 | 13240 | 43.1 |
| after global routing | 617 | 0.116 | 3820 | 13290 | 43.1 |
| after global placement | 617 | 0.105 | 3820 | 13240 | 43.1 |
| after floorplan | 427 | 0.0585 | 2780 | 12310 | - |
-- cell type report --
cell class	instances	share of cell area (%)
Inverter	39	3.84
Multi-Input combinational cell	373	67.2
Tap cell	108	3.54
Timing Repair Buffer	97	25.4
-- worst min path at each step --
stage	cells after the start	slack [ps]	from	to
after CTS	6	13240	a[0]	result[0]
after global routing	6	13290	a[0]	result[0]
final	6	13240	b[31]	result[31]
Power is estimated from default activity; no workload was simulated.
